==> /design/flow/design.v <==
module debounce ( input reset, clock, noisy,
                  output reg clean );
    reg [19:0] count;
    reg new_input;
    always @(posedge clock)
    begin
        if (reset) begin 
            new_input <= noisy; 
            clean <= noisy; 
            count <= 20'd0;
        end
        else  
        begin 
            if (noisy != new_input) begin
                new_input <= noisy; 
                count <= 0;
            end
            else if (count == 20'd1_000_000)  
                clean <= new_input;
            else 
                count <= count + 20'd1;
        end
    end
endmodule
==> /design/flow/run.sh <==
#!/bin/bash
# OpenROAD 26Q1-2900-gdf79404cd8, Yosys 0.63+post, stock flow scripts
make -C /OpenROAD-flow-scripts/flow DESIGN_CONFIG=/design/flow/config.mk WORK_HOME=/design/flow/orfs finish
==> /design/flow/config.mk <==
export PLATFORM = sky130hd
export DESIGN_NAME = debounce
export DESIGN_NICKNAME = debounce
export VERILOG_FILES = /design/flow/design.v
export SDC_FILE = /design/flow/constraint.sdc
export NUM_CORES = 4
export LEC_CHECK = 1
export CORE_AREA = 10 10 103 103
export DIE_AREA = 0 0 113 113
==> /design/flow/constraint.sdc <==
current_design debounce

set clk_period 2.7
set clk_io_pct 0.2

create_clock -name clk0 -period $clk_period [get_ports {clock}]

set non_clock_inputs [all_inputs -no_clocks]
set_input_delay [expr $clk_period * $clk_io_pct] -clock clk0 $non_clock_inputs
set_output_delay [expr $clk_period * $clk_io_pct] -clock clk0 [all_outputs]
==> results.json <==
{
  "dieWidth_um": 113,
  "grt_pass1_wl_um": 3298,
  "status": "complete, no violations",
  "critical_path_arrival_ns": 2.10,
  "power.internal_mw": 0.5464,
  "final_cells": 230,
  "chipArea_mm2": 0.01277,
  "cts_buffers": 3,
  "clkTransAtPathRegs_ns": 0.08,
  "warnings": 26,
  "post_drt_wl_per_cell_um": 8.126,
  "antenna_found_initial": 0,
  "avgSynthCellArea_um2": 8.953,
  "switching_share_pct": 18.83,
  "cap_violations": 0,
  "crit_path_max_fanout": 5,
  "critPathKind": "reg2reg",
  "synthTopCellsByCount": "dfxtp_1 (20), nor2_1 (13), xnor2_1 (11)",
  "clockBufferDepth": 2,
  "crit_required_ns": 2.69,
  "worst_setup_path_start_kind": "flip-flop",
  "rsz0062_at_grt": "no",
  "gp_congestion": 0.7604,
  "hold_path.class": "reg2reg",
  "final_util_pct": 15.78,
  "p_total_mw": 0.6732,
  "flop_cell": "dfxtp_1",
  "ant_nets": 0,
  "finalCriticalPeriod_ns": 2.107,
  "irDropWorstVdd_mv": 0.4745,
  "combPwrFrac_pct": 4.5,
  "synth.most_common_cell": "dfxtp_1",
  "synth-edff-count": 2,
  "synth_top_area_share_pct": 36.66,
  "cellLeakagePower_nw": 0.3583,
  "end_kind": "flip-flop",
  "cts-root-buf": "clkbuf_8",
  "drive_above_1_share_pct": 10.40,
  "syn_inst": 122,
  "power_density_mw_per_mm2": 513.9,
  "portBuffers": 3,
  "top_cells_by_area": "dfxtp_1 (37%), xnor2_1 (8.8%), edfxtp_1 (5.5%)",
  "setup_slack_ns": 0.5934,
  "syn_to_final_growth_pct": 19.93,
  "first_global_vias": 749,
  "antenna_cells": 0,
  "drv_slew": 0,
  "seqPwrFrac_pct": 50.4,
  "fill_cells": 925,
  "largest_area_cell": "dfxtp_1",
  "rr_worst_depth": 5,
  "ys_seq_share_pct": 42.15,
  "ff2ff_setup_slack_ns": 0.59,
  "dr.first_iter.drc_count": 89,
  "yosysCellCount": 122,
  "ys_chip_area_mm2": 0.001092,
  "cts_max_level": 1,
  "coreArea_mm2": 0.008299,
  "drt_wl_total_um": 1869,
  "timing.rr.start": "count[0]",
  "cts_tree": "yes",
  "clock_sinks": 22,
  "hold_buffers": 0,
  "ctsResizeCount": 0,
  "die_h_um": 113,
  "initCoreUtil_pct": 13.16,
  "drc": 0,
  "fin_crit_sh_pct": 78.02,
  "synthDistinctLibCells": 32,
  "synth_area_mm2": 0.001092,
  "skew_ns": 0.004469,
  "async_flop_share_pct": 0,
  "finalSetupViolCount": 0,
  "dp_worst_setup_slack_ns": 0.5662,
  "r2r-end": "clean",
  "crit_slowest_cell": "nor4b_1",
  "endpoint": "clean",
  "p_sw_mw": 0.1268,
  "grt_overflow": 0,
  "max_freq_ghz": 0.4747,
  "first_pass_iters": 4,
  "io_pins": 4,
  "ys.flops": 22,
  "finalSetupTns_ns": 0,
  "cp_slowest_stage_delay_ns": 0.56,
  "dp.cells": 226,
  "dp_hpwl_um": 1342,
  "slew_headroom_pct": 47.67,
  "globalRouteTotalUtil_pct": 2.908,
  "finalHoldViolations": 0,
  "post_cts_buffers": 0,
  "clkLatencyLatePin_ns": 0.26,
  "vias_per_cell": 3.665,
  "rows": 33,
  "pwr-share-clk_pct": 45.1,
  "grt_max_degree": 22,
  "crit_chain": "inv_1, ha_1, or4b_1, nor4b_1, a31o_2",
  "yosys_warnings": 1,
  "startpoint": "count[0]",
  "vias": 843,
  "worst_pin_slew_ns": 0.7849
}
-- power by group through the flow --
stage | sequential (mW) | combinational (mW) | clock [mW]
after CTS | 0.339 | 0.0307 | 0.310
after global routing | 0.340 | 0.0349 | 0.322
final | 0.339 | 0.0304 | 0.303
-- layout make-up --
| class | count | area (um^2) | area share, % |
|---|---|---|---|
| tap | 105 | 131.4 | 10.03 |
| multi-input combinational | 88 | 586.8 | 44.79 |
| clock buffer | 3 | 41.29 | 3.152 |
| clock inverter | 1 | 30.03 | 2.292 |
| sequential | 22 | 460.4 | 35.15 |
| timing repair buffer | 3 | 30.03 | 2.292 |
| inverter | 8 | 30.03 | 2.292 |
-- layout by cell type, fill, tap and decap left out, types with 3 or more instances in the layout --
| master | Yosys | final |
|---|---|---|
| or4_1 | 3 | 3 |
| and3_1 | 3 | 3 |
| dfxtp_1 | 20 | 20 |
| xnor2_1 | 11 | 11 |
| a21oi_1 | 7 | 7 |
| inv_1 | 8 | 8 |
| nor4b_1 | 3 | 3 |
| o31ai_1 | 3 | 3 |
| nand2b_1 | 3 | 3 |
| nor4_1 | 4 | 4 |
| nand3_1 | 9 | 9 |
| nor2_1 | 13 | 13 |
| nand2_1 | 3 | 3 |
| clkdlybuf4s50_1 | 0 | 3 |
| clkbuf_8 | 0 | 3 |
| nor3_1 | 6 | 6 |
-- through the flow --
stage | hold slack (ns) | cell area, um^2
after floorplan | 0.4523 | 1092
after global placement | 0.4768 | 1239
after detailed placement | 0.4905 | 1239
after CTS | 0.5014 | 1310
after global routing | 0.5254 | 1310
final | 0.5039 | 1310
-- sequential cells by signal, indices dropped and copies added (netlist names) --
signal     flops
new_input      1
clean          1
count         20
-- how the worst min path moves through the flow --
stage,startpoint,to,depth (start not counted)
finish,count[18],count[18],2
global route,count[19],count[19],2
CTS,count[18],count[18],2
-- metal layers --
metal  share of wire (%)  GRT usage [%]
met1                  50          4.004
met2                  45          4.570
met3                 4.9         0.9615
met4                   0        0.08460
met5                   0              0
-- worst max-delay path: cells and delay by family, from the launching register on --
| family | cells | cell delay (ns) |
|---|---|---|
| compound gates | 1 | 0.24 |
| fa+ha+maj | 1 | 0.14 |
| buf+inv | 1 | 0.09 |
| flops | 1 | 0.35 |
| simple gates | 2 | 1.01 |
-- kinds of logic after synthesis --
| logic type | count (synthesis) | share of synthesized area [%] |
|---|---|---|
| adders and majority gates | 2 | 2.291 |
| muxes | 1 | 1.031 |
| xor gates and xnor gates | 13 | 10.42 |
| DFF | 22 | 42.15 |
| buffers and inverters | 12 | 4.123 |
| AOI/OAI and AO/OA | 16 | 9.735 |
| and+or+nand+nor | 56 | 30.24 |
No activity file was given, so power comes from the tool's default toggle rates.
