==> /design/flow/design.v <==
`timescale 1ns / 1ps
module dspl_drv_NexysA7(
    input reset,
    input clock,
    input [5:0] d1,
    input [5:0] d2,
    input [5:0] d3,
    input [5:0] d4,
    input [5:0] d5,
    input [5:0] d6,
    input [5:0] d7,
    input [5:0] d8,
    output [7:0] dec_cat,
    output [7:0] an
    );    
    reg [2:0] selected;
    always @(posedge clock) begin
        if(reset) begin
            selected <= 3'd0;
        end
        else begin
            if(timer1ms) begin
                selected <= selected + 3'd1;
            end
        end
    end
    reg [7:0] cathode;
    always @* begin
        case(selected)
            3'b000:  cathode = {segments[d1[4:1]], ~d1[0]};
            3'b001:  cathode = {segments[d2[4:1]], ~d2[0]};
            3'b010:  cathode = {segments[d3[4:1]], ~d3[0]};
            3'b011:  cathode = {segments[d4[4:1]], ~d4[0]};
            3'b100:  cathode = {segments[d5[4:1]], ~d5[0]};
            3'b101:  cathode = {segments[d6[4:1]], ~d6[0]};
            3'b110:  cathode = {segments[d7[4:1]], ~d7[0]};
            default: cathode = {segments[d8[4:1]], ~d8[0]};  
        endcase
    end
    reg [7:0] anode;
    always @* begin
        case(selected)
            3'b000:  anode = (d1[5] == 1'b1) ? 8'b0111_1111 : 8'b1111_1111; 
            3'b001:  anode = (d2[5] == 1'b1) ? 8'b1011_1111 : 8'b1111_1111;
            3'b010:  anode = (d3[5] == 1'b1) ? 8'b1101_1111 : 8'b1111_1111;
            3'b011:  anode = (d4[5] == 1'b1) ? 8'b1110_1111 : 8'b1111_1111;
            3'b100:  anode = (d5[5] == 1'b1) ? 8'b1111_0111 : 8'b1111_1111;
            3'b101:  anode = (d6[5] == 1'b1) ? 8'b1111_1011 : 8'b1111_1111;
            3'b110:  anode = (d7[5] == 1'b1) ? 8'b1111_1101 : 8'b1111_1111;
            default: anode = (d8[5] == 1'b1) ? 8'b1111_1110 : 8'b1111_1111;  
        endcase
    end
    wire [6:0] segments [15:0];
    assign segments[0] = 7'b1000000;
    assign segments[1] = 7'b1111001;
    assign segments[2] = 7'b0100100;
    assign segments[3] = 7'b0110000;
    assign segments[4] = 7'b0011001;
    assign segments[5] = 7'b0010010;
    assign segments[6] = 7'b0000010;
    assign segments[7] = 7'b1111000;
    assign segments[8] = 7'b0000000;
    assign segments[9] = 7'b0010000;
    assign segments[10] = 7'b0001000;
    assign segments[11] = 7'b0000011;
    assign segments[12] = 7'b1000110;
    assign segments[13] = 7'b0100001;
    assign segments[14] = 7'b0000110;
    assign segments[15] = 7'b0001110;
    reg timer1ms;
    reg [16:0] counter;
    always @(posedge clock) begin
        if(reset) begin
            timer1ms <=  1'b0;
            counter  <= 17'd0;
        end
        else begin
            if(counter == 17'd100_000) begin
                timer1ms <= 1'b1;
                counter <= 17'd0;
            end
            else begin
                timer1ms <= 1'b0;
                counter <= counter + 17'd1;
            end
        end
    end
    assign an = anode;
    assign dec_cat = cathode;
endmodule
==> /design/flow/run.sh <==
#!/bin/bash
# OpenROAD 26Q1-2900-gdf79404cd8, Yosys 0.63+post, stock flow scripts
make -C /OpenROAD-flow-scripts/flow DESIGN_CONFIG=/design/flow/config.mk WORK_HOME=/design/flow/orfs finish
==> /design/flow/config.mk <==
export PLATFORM = sky130hd
export DESIGN_NAME = dspl_drv_NexysA7
export DESIGN_NICKNAME = dspl_drv_NexysA7
export VERILOG_FILES = /design/flow/design.v
export SDC_FILE = /design/flow/constraint.sdc
export NUM_CORES = 4
export LEC_CHECK = 1
export CORE_UTILIZATION = 40
==> /design/flow/constraint.sdc <==
current_design dspl_drv_NexysA7

set clk_period 3.1
set clk_io_pct 0.2

create_clock -name clk0 -period $clk_period [get_ports {clock}]

set non_clock_inputs [all_inputs -no_clocks]
set_input_delay [expr $clk_period * $clk_io_pct] -clock clk0 $non_clock_inputs
set_output_delay [expr $clk_period * $clk_io_pct] -clock clk0 [all_outputs]
==> results.txt <==
yosys + openroad results -> status=finished clean, busiest grt layer=met2, Max-area cell share=0.137, Clk Latency, worst-skew pair=0.25 ns, yosys synthesis warning count=1, maximum buffer depth of the clock tree=2, Syn-to-layout area delta=43.4%, Clock Sinks=21, Setup crit end=dec_cat[4], GRT Resource Usage Total=0.233, Yosys reg bits=21, Crit path largest cell delay=0.42 ns, post-synthesis average cell area=6.86 µm², crit path DAT=2.40 ns, Slew HR=0.556, Yosys top cell by area=dfxtp_1, RSZ-0062 raised after global routing=yes, largest net degree at the start of global routing=27, Worst R2R End=counter[15], GR Util met3=0.0206, final wirelength=9180 µm, fin. max-slew vios=0, # Cells Yosys=446, CTS tree=yes, worst slew pin tran=0.666 ns, Cell Type Count=69, post-detail-place hpwl=7150 µm, CTS Hold Buffers Added=0, # H-tree levels=1, layout cells sized above 1=0.258, io pins=66, gp weighted congestion=0.912, period utilization=0.975, worst hold margin=0.474 ns, delay-heaviest family, CP=buffers and inverters, number of enable flip-flop cells=0, main flop type=dfxtp_1, CP Launch Point=d1[1], HP Class=reg -> reg, Most common cell on crit path=buf_4, Max Cap Violations=0, Async SR Flop Fraction=0, initial antenna violation count=0, synthesized cell area=3060 µm², vias in the first global route=3014, Port Buffer Count=65, Final Critical Period=3.02 ns, Worst-path clk slew=0.07 ns, Core Rows=31, Clock Skew=0.00429 ns, slowest CP cell=clkdlybuf4s50_1, DRT Pass-1 Iters=4, Worst R2R Start=counter[0], final instance area=4390 µm², DRT antenna net count=0, # DRC=0, CP max FO=8, GRT met1 Usage=0.360, worst path buffer plus inverter count=4, routed vias=3578, gr ovfl total=0, Cell Chain, Critical Path=dlygate4sd2_1 -> buf_4 -> a211oi_1 -> a211oi_2 -> nor4_1 -> buf_4 -> nand4_1 -> clkdlybuf4s50_1, TNS Setup=0 ns, CP startpoint kind=input port, CP Data Required Time=2.48 ns, Fmax=331 MHz, fin util=0.598, leak pwr=0.00179 µW, Max rail drop VDD=0.348 mV, first-pass GRT wire length=14400 µm, Cell Pwr Density=189 nW/µm², synthesized instance count=446, Largest cells by area=dfxtp_1, nand2_1, nor2_1, R2R cell count=7, tool warning count=30, Final setup viols=0, Diodes inserted=0, Die Y=89.4 µm, slack of the worst reg-to-reg path=1.40 ns, cell count along the critical path=8, CP Capture Type=output pin, Iteration-0 DRC Markers=121, Num CTS Buffers=3, core area=7330 µm², critical setup path kind=in -> out, Die X=89.4 µm, vias per cell=5.41, Routed wire per std cell=13.9 µm, die area=8000 µm², met2 GRT Util=0.371, Hold Fails Final Rpt=0, Chip Area, Yosys=3060 µm², sequential-to-total area share from yosys stat=0.137, clock root buffer=clkbuf_8, Post-DP Area=4170 µm², FP Util=0.417
-- cell usage after synthesis, drive strengths merged (4+ instances only) --
master / instances
ha: 7
a31oi: 7
dfxtp: 21
inv: 19
nand2: 48
nand4: 11
or3b: 4
a211oi: 8
nand3: 17
nor2: 45
xnor2: 10
nor3b: 11
a21oi: 29
o21bai: 6
o21ai: 32
nand2b: 7
nor4: 8
buf: 39
o211ai: 5
o22ai: 5
nand3b: 4
nor4b: 5
xor2: 14
nor2b: 7
nor3: 14
-- flip-flops by register name (all words and copies together), names as in the netlist --
register	flops
counter	17
selected	3
timer1ms	1
-- per-layer routing --
metal | wire (µm) | up-vias | part of all wire
li1 | - | 1869 | -
met1 | 4650 | 1642 | 0.51
met2 | 4090 | 59 | 0.45
met3 | 353 | 8 | 0.038
met4 | 91 | 0 | 0.0099
met5 | 0 | - | 0
-- area by class of cell --
| class | instances | area, µm² |
|---|---|---|
| clock buffer | 3 | 41.3 |
| clock inverter | 1 | 5.00 |
| fill | 674 | 2950 |
| inverter | 19 | 71.3 |
| multi-input combinational | 365 | 2450 |
| sequential | 21 | 422 |
| tap | 99 | 124 |
| timing repair buffer | 153 | 1280 |
-- what timing repair did --
action	CTS	global route
pin swaps	9	4
resized	69	21
buffers inserted	8	0
gates cloned	2	1
setup endpoints to repair	8	8
-- layout by cell type (no fill, tap or decap), types with 4 or more instances in the layout --
cell type / count
nand3b_1: 4
nor2b_1: 6
nor3_1: 13
a21oi_2: 4
buf_6: 5
nor2_1: 40
nand2_1: 44
nor3b_1: 8
ha_1: 5
o22ai_1: 5
nand4_1: 10
o21ai_1: 9
dfxtp_1: 20
a21oi_1: 25
a31oi_1: 6
clkbuf_2: 5
xnor2_1: 10
nor2_2: 5
o21ai_0: 22
nor4_1: 5
inv_1: 18
dlygate4sd2_1: 24
o211ai_1: 5
nand3_1: 17
xor2_1: 14
nor4b_1: 5
a211oi_1: 5
clkdlybuf4s50_1: 32
buf_4: 81
o21bai_1: 5
nand2b_1: 6
-- metrics by stage --
| stage | std cells | total power [µW] | worst slack [ns] |
|---|---|---|---|
| 3_5_place_dp | 646 | 645 | -0.407 |
| 5_1_grt | 661 | 886 | -0.0261 |
| 2_1_floorplan | 446 | 470 | 0.919 |
| 3_3_place_gp | 646 | 644 | -0.409 |
| 6_report | 661 | 828 | 0.0763 |
| 4_1_cts | 660 | 832 | 0.00234 |
-- power breakdown --
| group | total (µW) | leakage [µW] | internal [µW] | switching, µW |
|---|---|---|---|---|
| sequential | 277 | 0.000170 | 273 | 4.15 |
| clock | 171 | 0.0000255 | 89.2 | 81.4 |
| combinational | 380 | 0.00160 | 204 | 176 |
| total | 828 | 0.00179 | 566 | 262 |
-- worst min-delay path by stage --
| stage | from | endpoint | slack [ns] | cells past startpoint |
|---|---|---|---|---|
| final | counter[0] | counter[0] | 0.47 | 1 |
| after global routing | counter[0] | counter[0] | 0.50 | 1 |
| after CTS | counter[0] | counter[0] | 0.48 | 1 |
-- cells by family after synthesis --
| logic type | count (synthesis) | share of synthesized area |
|---|---|---|
| AOI/OAI and AO/OA | 133 | 0.291 |
| xor gates and xnor gates | 24 | 0.0687 |
| adders and majority gates | 7 | 0.0286 |
| buffers and inverters | 60 | 0.104 |
| DFF | 21 | 0.137 |
| muxes | 4 | 0.0135 |
| and+or+nand+nor | 197 | 0.357 |
No activity file was given, so power comes from the tool's default toggle rates.
